`/design/flow/run.sh`:
```
#!/bin/bash
# OpenROAD 26Q1-2900-gdf79404cd8, Yosys 0.63+post, stock flow scripts
make -C /OpenROAD-flow-scripts/flow DESIGN_CONFIG=/design/flow/config.mk WORK_HOME=/design/flow/orfs finish
```
`/design/flow/config.mk`:
```
export PLATFORM = sky130hd
export DESIGN_NAME = uart_tx
export DESIGN_NICKNAME = uart_tx
export VERILOG_FILES = /design/flow/design.v
export SDC_FILE = /design/flow/constraint.sdc
export NUM_CORES = 4
export LEC_CHECK = 1
export CORE_AREA = 10 10 93 93
export DIE_AREA = 0 0 103 103
```
`/design/flow/design.v`:
```
module uart_tx (
	clk,
	nrst,
	tx_data,
	tx_start,
	tx_busy,
	txd
);
	parameter CLK_HZ = 200000000;
	parameter BAUD = 9600;
	parameter [15:0] BAUD_DIVISOR = CLK_HZ / BAUD;
	input clk;
	input nrst;
	input [7:0] tx_data;
	input tx_start;
	output reg tx_busy = 1'b0;
	output reg txd = 1'b1;
	reg [9:0] tx_shifter = 1'sb0;
	reg [15:0] tx_sample_cntr = 1'sb0;
	always @(posedge clk)
		if (~nrst || (tx_sample_cntr[15:0] == {16 {1'sb0}}))
			tx_sample_cntr[15:0] <= BAUD_DIVISOR - 1'b1;
		else
			tx_sample_cntr[15:0] <= tx_sample_cntr[15:0] - 1'b1;
	wire tx_do_sample;
	assign tx_do_sample = tx_sample_cntr[15:0] == {16 {1'sb0}};
	always @(posedge clk)
		if (~nrst) begin
			tx_busy <= 1'b0;
			tx_shifter[9:0] <= 1'sb0;
			txd <= 1'b1;
		end
		else if (~tx_busy) begin
			if (tx_start) begin
				tx_shifter[9:0] <= {1'b1, tx_data[7:0], 1'b0};
				tx_busy <= 1'b1;
			end
		end
		else if (tx_do_sample) begin
			{tx_shifter[9:0], txd} <= {tx_shifter[9:0], txd} >> 1;
			if (~|tx_shifter[9:1])
				tx_busy <= 1'b0;
		end
endmodule
```
`/design/flow/constraint.sdc`:
```
current_design uart_tx

set clk_period 4.8
set clk_io_pct 0.2

create_clock -name clk0 -period $clk_period [get_ports {clk}]

set non_clock_inputs [all_inputs -no_clocks]
set_input_delay [expr $clk_period * $clk_io_pct] -clock clk0 $non_clock_inputs
set_output_delay [expr $clk_period * $clk_io_pct] -clock clk0 [all_outputs]
```
==> results.py <==
# Flow results
metrics = {
    "cells_and_area": {
        "fin_util_pct": 21.7,
        "final_cell_area_mm2": 0.00147,
        "layout_top_cells": "28 x dfxtp_1, 18 x nor2_1, 12 x nand2_1, 12 x clkdlybuf4s50_1, 9 x xor2_1",
        "share_of_layout_cells_above_drive_strength_1_pct": 6.52,
        "layout.cells.most_common": "dfxtp_1",
        "synth_to_layout_area_growth_pct": 20.2,
    },
    "critical_path": {
        "crit_buf_inv": 1,
        "critPathCaptureType": "flip-flop",
        "cp_data_required_time_ns": 5.00,
        "timing.critical_path.cells": "clkdlybuf4s50_1, nand2_1, nor2_1",
        "startpoint": "nrst",
        "endpoint": "tx_sample_cntr[9]",
        "path_delay_family": "buffers and inverters",
        "cell_count_of_the_worst_reg_to_reg_path": 6,
        "worstReg2RegStart": "tx_sample_cntr[0]",
        "critical_path.max_stage_delay_ns": 0.77,
        "critical_path_peak_fanout": 15,
        "timing.critical_path.arrival_ns": 2.30,
        "regToRegSetupSlack_ns": 2.71,
        "critical_path_depth": 3,
        "timing.rr.end": "tx_busy",
        "kind_of_critical_path": "in -> reg",
        "slowest_stage": "clkdlybuf4s50_1",
        "worstSetupStartpointType": "input port",
    },
    "detailed_routing": {
        "wl_per_cell_um": 10.8,
        "drcViolationCount": 0,
        "via_per_inst": 4.14,
        "antenna_cells": 0,
        "ant_nets": 0,
        "detail_route.first_pass.iterations": 4,
        "detail_route.iter0.violations": 88,
        "vias": 903,
        "drt_wl_total_um": 2350,
    },
    "global_routing": {
        "grt_first_pass_wirelength_um": 3960,
        "vias_in_the_first_global_route": 883,
        "grt_max_degree": 16,
        "antenna_found_initial": 0,
        "overflow": 0,
        "grt_util_all_layers_pct": 4.53,
    },
    "die": {
        "fp-utilization_pct": 18.1,
        "die.size.x_um": 103,
        "row_count": 30,
        "die_area_mm2": 0.0106,
        "fp.coreArea_mm2": 0.00676,
        "num_io_pins": 13,
        "die_height_um": 103,
    },
    "synthesis": {
        "post_synth_num_cell_types": 29,
        "yosysSeqAreaShare_pct": 45.9,
        "synth.cell_area_mm2": 0.00122,
        "edf_count": 0,
        "postSynth.asyncResetShare_pct": 0,
        "syn_area_per_cell_um2": 9.68,
        "synth_warnings": 1,
        "ys.flops": 28,
        "netlist_instances": 126,
        "yosys_most_used_dff": "dfxtp_1",
        "ys_area_mm2": 0.00122,
        "yosysCellCount": 126,
    },
    "status": {
        "run_status": "completed",
    },
    "final_timing": {
        "timing.final.hold_violations": 0,
        "min_period_ns": 2.10,
        "setup_viol": 0,
        "max_slew_margin_pct": 59.4,
        "timing_worst_slew_pin_value_ns": 0.605,
        "grt_setup_unrepaired": "false",
        "timing.final.max_slew_violations": 0,
        "clock-skew-final_ns": 0.00350,
        "tns_setup_ns": 0,
        "maxClockFrequency_mhz": 476,
        "finalClockPeriodUsage_pct": 43.8,
    },
    "clock_network": {
        "cts_repair_resize_count": 0,
        "cts-buffers-inserted": 3,
        "post_cts.repair.setup_buffers": 0,
        "cts_max_level": 1,
        "hold_buffers_post_cts": 0,
        "library_cell_used_as_clock_root_buffer": "clkbuf_8",
        "cts-root-to-sink-buffers": 2,
        "cts.reportedPaths.clkPinSlew_ns": 0.08,
        "tritoncts_clock_tree": "yes",
        "clock-sinks": 28,
        "clock_latency_ns": 0.26,
    },
    "worst_hold_path": {
        "holdCritPathClass": "reg -> reg",
    },
    "power_and_ir_drop": {
        "worst_ir_drop_vdd_uv": 88.5,
        "power.static_leakage_nw": 0.511,
        "power_density_mw_per_mm2": 312,
    },
    "place": {
        "dpl_cell_area_mm2": 0.00143,
        "replace_congestion": 0.787,
        "place_hpwl_um": 1700,
        "numPortBuffers": 12,
    },
    "flow_run": {
        "warnings": 25,
        "timing.max_cap.violations": 0,
    },
}
==> worst min-delay path by stage <==
stage                  from                 to  slack (ns)  depth (start not counted)
6_report  tx_sample_cntr[0]  tx_sample_cntr[0]        0.47                          1
4_1_cts   tx_sample_cntr[0]  tx_sample_cntr[0]        0.48                          1
5_1_grt   tx_sample_cntr[0]  tx_sample_cntr[0]        0.49                          1
==> stage by stage <==
stage,cells,setup WS [ns],hold slack (ns),power (mW)
3_5_place_dp,215,2.39,0.456,0.341
3_3_place_gp,215,2.47,0.445,0.340
6_report,218,2.70,0.471,0.457
5_1_grt,218,2.54,0.494,0.486
2_1_floorplan,126,3.03,0.426,0.317
4_1_cts,218,2.67,0.479,0.464
==> logic make-up after synthesis <==
family	Yosys count	synth area share [%]
flops	28	45.9
buf+inv	8	3.08
xor+xnor	12	8.62
simple gates	53	24.1
mux	1	0.821
fa+ha+maj	1	1.03
compound gates	23	16.4
==> synth_stat cells (2+ instances only) <==
cell type | n | share of area [%]
nand2_1 | 12 | 3.7
o21ai_0 | 2 | 0.82
nor2_1 | 18 | 5.5
o221a_1 | 8 | 7.4
nor4_1 | 5 | 2.6
inv_1 | 4 | 1.2
xnor2_1 | 3 | 2.2
nand3_1 | 4 | 1.6
o31a_1 | 3 | 2.2
dfxtp_1 | 28 | 46
o21a_1 | 8 | 4.9
clkbuf_1 | 3 | 0.92
xor2_1 | 9 | 6.5
nand4b_1 | 2 | 1.4
nand4_1 | 3 | 1.5
==> report_power, final <==
part           leakage (nW)  switching, mW  internal [mW]
combinational         0.259         0.0317         0.0370
sequential            0.230         0.0177          0.249
clock                0.0216         0.0653         0.0562
total                 0.511          0.115          0.342
==> worst reg2reg max path: stages, from the launching register on <==
cell	delay [ns]
dfxtp_1	0.34
inv_1	0.06
ha_1	0.17
nor3b_4	0.41
nand4_2	0.24
or2_1	0.43
o31a_1	0.33
==> flip-flops by register name, indices dropped and copies added (netlist names) <==
| signal | flops |
|---|---|
| tx_sample_cntr | 16 |
| tx_busy | 1 |
| tx_shifter | 10 |
| txd | 1 |
==> area by class of cell <==
class | count | area [um2]
Multi-Input combinational cell | 90 | 622
Inverter | 4 | 15.0
Timing Repair Buffer | 13 | 128
Clock buffer | 3 | 41.3
Tap cell | 80 | 100
Sequential cell | 28 | 561
Fill cell | 729 | 5290
==> metal layers <==
layer | vias to the layer above | GRT usage (%) | share of wire, %
met3 | 2 | 1.08 | 3.6
li1 | 478 | - | -
met1 | 413 | 6.58 | 52
met4 | 0 | 1.07 | 2.3
met2 | 10 | 6.63 | 42
met5 | - | 0 | 0
No activity file was given, so power comes from the tool's default toggle rates.
