**design.v**
```verilog
module shifter20(
    input clk,
    input nrst,
    input tx_busy,
    input [19:0] data,  
    output reg [7:0] tx_data,
    output reg tx_start
);
    localparam LEN = 3;
    wire [LEN*8-1:0] packet_data = {4'b0, data};
    localparam PACKET_LEN = 2+LEN+2;
    wire [PACKET_LEN*8-1:0] packet_init = {8'h55, 8'h77, packet_data, 8'haa, 8'hee};
    reg [PACKET_LEN*8-1:0] packet;
    reg [7:0] i;
    always @(posedge clk) begin
        if (~nrst) begin
            i <= 0;
            tx_data <= 8'b0;
            tx_start <= 1'b0;
            packet <= packet_init;
        end else begin
            if (~tx_busy) begin
                tx_data <= packet[i];
                tx_start <= 1'b1;
                if (i >= PACKET_LEN - 1) begin
                    i <= 0;
                    packet <= packet_init;
                end else begin
                    i <= i+1;
                end
            end else begin
                tx_data <= 8'b0;
                tx_start <= 1'b0;
                if (i == 0) packet <= packet_init;
            end
        end
    end
endmodule
```
**run.sh**
```bash
#!/bin/bash
# OpenROAD 26Q1-2900-gdf79404cd8, Yosys 0.63+post, stock flow scripts
make -C /OpenROAD-flow-scripts/flow DESIGN_CONFIG=/design/flow/config.mk WORK_HOME=/design/flow/orfs finish
```
**config.mk**
```make
export PLATFORM = sky130hd
export DESIGN_NAME = shifter20
export DESIGN_NICKNAME = shifter20
export VERILOG_FILES = /design/flow/design.v
export SDC_FILE = /design/flow/constraint.sdc
export NUM_CORES = 4
export LEC_CHECK = 1
export CORE_AREA = 10 10 93 93
export DIE_AREA = 0 0 103 103
```
**constraint.sdc**
```tcl
current_design shifter20

set clk_period 2.8
set clk_io_pct 0.2

create_clock -name clk0 -period $clk_period [get_ports {clk}]

set non_clock_inputs [all_inputs -no_clocks]
set_input_delay [expr $clk_period * $clk_io_pct] -clock clk0 $non_clock_inputs
set_output_delay [expr $clk_period * $clk_io_pct] -clock clk0 [all_outputs]
```
==> run summary <==
The flow run is done. Looking at the reg2reg group, the worst path ends at packet[16]$_DFFE_PP_. Hold-check failures listed in the final report amount to 0. Summing the sequential cell areas from Yosys gives 58.0% of the chip area. The number of warnings reported in the stage logs is 28. The placement stage leaves a total instance area of 1660 µm². Pin count of the biggest net entering global routing landed at 21.

Register share of total power landed at 45.2%. Port buffer count landed at 24. Routed via count landed at 862. The detailed placer reported the number of placed instances as 205. Maximum count of clock buffers along a single path landed at 2. Per the post-CTS timing run, clock transition at the registers of the reported paths is 60 ps. Combinational cells account for 7.6% of the total power.

The internal portion of the total power is 935 µW. Setup repair after global routing left no endpoint under its margin. Once the clock tree was built, the resizer swapped 0 gates to a different size.

Total clock sinks landed at 30. Global routing used 2.51% of the available met3 tracks. Share of the core filled with cells in the final layout landed at 26.7%. The worst setup path is captured at a register. Final clock period utilization by the worst path landed at 80.0%. Net switching component of the power landed at 204 µW. Actual transition at the worst max-transition pin landed at 501 ps. 0 antenna diodes ended up in the layout.

The number of cells on the worst hold path is listed as 1. At the worst endpoint, the arrival time is 2160 ps. Area of the synthesized netlist per yosys stat landed at 1380 µm². Per the cell usage report, the commonest logic cells after layout are 24 x sky130_fd_sc_hd__clkdlybuf4s50_1, 20 x sky130_fd_sc_hd__edfxtp_1, 11 x sky130_fd_sc_hd__nor2_1, 10 x sky130_fd_sc_hd__dfxtp_1, 7 x sky130_fd_sc_hd__conb_1. Before any placement, the netlist area is recorded as 1380 µm². For the completed layout, the total cell area is recorded as 1800 µm². Number of hold-repair buffers added at the cts stage landed at 0. Area of the die landed at 10600 µm². Maximum vdd drop landed at 0.298 mV. After global routing, the most crowded layer is met2. Max-slew headroom at the worst pin landed at 66.6%. Worst setup slack after layout landed at 559 ps. The floorplan has 30 rows.

Global-route wire length before repair landed at 4220 µm. Between clock sinks in the finished design, the worst skew comes to 4.39 ps. From bottom edge to top edge, the die measures 103 µm. Per the post-place timing report, worst setup slack is 424 ps.

The data required time reported for the critical path is 2720 ps. In the placement report, post-DP HPWL is listed as 1810 µm. For this design, Yosys synthesis ends with a cell count of 106. Maximum frequency from static timing analysis landed at 446 MHz. Switching power as a share of total power landed at 17.9%. From synthesis to final layout, the design area changed by 30.6%. Final-layout fill cell count landed at 695. TritonCTS built the clock tree. Final cell count without fillers landed at 213. For this design the static power due to leakage is 0.000618 µW.

Highest net fanout along the worst path landed at 20. In the hold report, the worst path ends at i[7]$_SDFFE_PN0N_. The worst register-to-register path has a setup slack of 560 ps. Per the final layout report, the fraction of cells sized above drive strength 1 comes to 13.5%. The flow reported a cell area power density of 632 nW/µm².

Global routing met2 resource utilization landed at 7.12%. CTS H-tree depth landed at 2. The total overflow left after global routing is 0. In the final report, the number of pins over their slew limit comes to 0. Per the cell usage report, the commonest logic cell in the layout is sky130_fd_sc_hd__clkdlybuf4s50_1.

Number of antenna violations at the first check in global routing landed at 0. For reference, the most critical setup path is categorized as register to register. Placeable core region landed at 6760 µm².

Clock insertion delay at the later pin of the skew report landed at 280 ps. The worst setup path is launched from a register. Yosys mapped a number of flops with a built-in enable equal to 20. Summed over all routing layers, the global router reports a total usage of 5.07%. The congestion estimate from routability-driven global placement came to 0.839. For this configuration, the core starts out at a cell density of 20.4%. Global routing usage on met1 landed at 7.10%. Routed via count divided by cell count landed at 4.05.

Per the detailed-route log, wirelength across all metal layers totals 2540 µm. Among all flip-flop cells after synthesis, the most frequent one is sky130_fd_sc_hd__edfxtp_1. TritonRoute output was used to compute an average wire per cell of 11.9 µm.

Count of maximum capacitance violations landed at 0. Per the OpenROAD floorplan log, the width of the die is 103 µm. Average instance area after synthesis landed at 13.0 µm².

The launch point of the worst min-delay path is recorded as i[7]$_SDFFE_PN0N_. The root buffer cell chosen for the clock tree is sky130_fd_sc_hd__clkbuf_8. Number of global-route vias before repair landed at 893. Buffers inserted during clock tree synthesis total 5. For this design the top-level I/O count stands at 32. First-pass iteration count of the detailed router landed at 4. The clock network burns 47.2% of the power.

Number of library cell types mapped by synthesis landed at 36. Per the post-synthesis report, the number of cells in the design is 106. Post-detailed-route count of antenna-violating nets landed at 0. Violation tally from detailed-route iteration zero landed at 106. For this run, the final setup violation count is recorded as 0. For the worst reg-to-reg path, the startpoint reported by OpenROAD is i[0]$_SDFFE_PN0N_.

After synthesis the netlist holds a flip-flop and latch count of 30. Warning count from the yosys run landed at 1. Number of setup buffers added after CTS landed at 0. The flow ran to the end, and the final reports show no timing, DRC or antenna violations. Logic depth along the worst register-to-register path is recorded as 6. The most critical min-delay path falls under register to register. The smallest clock period supported by the final layout is computed as 2240 ps.

Of all flip-flops after synthesis, the portion carrying an async set or reset was 0%. Aggregate negative setup slack landed at 0 ps. DRC violation count after routing landed at 0.
==> synth_stat cells, types with 2 or more instances <==
master                     number  area, µm²
sky130_fd_sc_hd__xor2_1         2       17.5
sky130_fd_sc_hd__nand3_1        3       15.0
sky130_fd_sc_hd__dfxtp_1       10        200
sky130_fd_sc_hd__nand2_1        4       15.0
sky130_fd_sc_hd__ha_1           4       50.1
sky130_fd_sc_hd__edfxtp_1      20        601
sky130_fd_sc_hd__mux4_2         3       67.6
sky130_fd_sc_hd__mux2i_1        5       50.1
sky130_fd_sc_hd__o211ai_1       3       22.5
sky130_fd_sc_hd__buf_6          2       22.5
sky130_fd_sc_hd__nor4b_1        3       26.3
sky130_fd_sc_hd__a21boi_0       2       15.0
sky130_fd_sc_hd__nor2b_1        2       12.5
sky130_fd_sc_hd__and3_1         2       12.5
sky130_fd_sc_hd__buf_4          8       60.1
sky130_fd_sc_hd__a31oi_1        2       12.5
sky130_fd_sc_hd__nor2_1        11       41.3
sky130_fd_sc_hd__o21ai_0        2       10.0
==> how the worst max path moves through the flow <==
stage | from | endpoint | slack, ps | cells past startpoint
4_1_cts | i[0]$_SDFFE_PN0N_ | packet[35]$_DFFE_PP_ | 530 | 6
6_report | i[0]$_SDFFE_PN0N_ | packet[16]$_DFFE_PP_ | 560 | 6
5_1_grt | i[0]$_SDFFE_PN0N_ | packet[35]$_DFFE_PP_ | 380 | 6
==> logic make-up after synthesis <==
kind of cell,share of synthesized area [%]
AND-OR/OR-AND,7.98
adder cells (fa/ha/maj),3.63
flip-flops,58.0
multiplexers,8.52
buffers and inverters,7.16
AND/OR/NAND/NOR,12.5
other,0.272
XOR/XNOR,1.90
==> worst max-delay path, cell delays in order (launching register included) <==
cell and delay (ps):
sky130_fd_sc_hd__dfxtp_1 450, sky130_fd_sc_hd__inv_2 180, sky130_fd_sc_hd__ha_1 190, sky130_fd_sc_hd__o21ai_0 80
sky130_fd_sc_hd__and3_1 250, sky130_fd_sc_hd__o21ai_2 250, sky130_fd_sc_hd__a31o_2 480
==> power groups by stage <==
| stage | registers [µW] | clock network [µW] | logic, µW |
|---|---|---|---|
| CTS | 515 | 548 | 88.7 |
| global route | 518 | 570 | 96.7 |
| finish | 514 | 537 | 86.8 |
==> per-layer routing <==
| layer | up-vias | part of all wire, % |
|---|---|---|
| met1 | 395 | 45 |
| met3 | 5 | 10 |
| li1 | 427 | - |
| met2 | 35 | 43 |
| met4 | 0 | 1.1 |
| met5 | - | 0 |
==> metrics by stage <==
stage	hold WS (ps)	power [µW]
after detailed placement	476	612
after global routing	513	1180
final	494	1140
after global placement	479	612
after CTS	499	1150
after floorplan	452	574
==> flip-flops by register name, summed over array words and instances, names as in the netlist <==
signal    count
tx_data       1
i             8
packet       20
tx_start      1
==> layout make-up <==
class | count | area (µm²) | area share [%]
repair buffers | 25 | 248 | 13.8
flip-flops and latches | 30 | 801 | 44.4
inverters | 2 | 7.51 | 0.417
clock buffers | 6 | 82.6 | 4.58
multi-input cells | 68 | 503 | 27.9
clock inverters | 2 | 60.1 | 3.33
well taps | 80 | 100 | 5.56
Power and IR drop assume default switching activity.
